==> design.v <==
module Symbol_Lookup
(
  input   wire [2:0] in,
  output  reg  [2:0] out
);
  always @* begin
    case(in)
      3'd0 : out <= 3'b000;
      3'd1 : out <= 3'b100;
      3'd2 : out <= 3'b010;
      3'd3 : out <= 3'b001;
      3'd4 : out <= 3'b110;
      3'd5 : out <= 3'b011;
      3'd6 : out <= 3'b111;
      3'd7 : out <= 3'b101;
      default: out <= 3'b000;
    endcase
  end
endmodule
module Index_Lookup
(
  input   wire [2:0] in,
  output  reg  [2:0] out
);
  always @* begin
    case(in)
      3'b000 : out <= 3'd0;
      3'b100 : out <= 3'd1;
      3'b010 : out <= 3'd2;
      3'b001 : out <= 3'd3;
      3'b110 : out <= 3'd4;
      3'b011 : out <= 3'd5;
      3'b111 : out <= 3'd6;  
      3'b101 : out <= 3'd7; 
      default: out <= 3'd0;
    endcase
  end
endmodule
module GF_Adder
(
  input   wire [3-1:0] in0,
  input   wire [3-1:0] in1,
  output  wire [3-1:0] out
);
	assign out = in0 ^ in1;
endmodule
module GF_Multiplier
(
  input   wire [3-1:0] in0,
  input   wire [3-1:0] in1,
  output  reg  [3-1:0] out
);
  wire [3-1:0] mul_in0;
  wire [3-1:0] mul_in1;
  Index_Lookup il1 (
    .in(in0),
    .out(mul_in0)
  );
  Index_Lookup il2 (
    .in(in1),
    .out(mul_in1)
  );
  always @* begin
    if (mul_in0 == 0) begin
      out <= 0;
    end 
    else begin
      if ((mul_in0 + mul_in1 - 1) > (2**(3)-1)) begin
        out <= mul_in0 + mul_in1 - 1 - (2**(3)-1);
      end else begin
        out <= mul_in0 + mul_in1 - 1;
      end
    end 
  end
endmodule
module GF_Divider
(
  input   wire [3-1:0] in0,
  input   wire [3-1:0] in1,
  output  reg  [3-1:0] out
);
  wire [3-1:0] div_in0;
  wire [3-1:0] div_in1;
  Index_Lookup il1 (
    .in(in0),
    .out(div_in0)
  );
  Index_Lookup il2 (
    .in(in1),
    .out(div_in1)
  );
  always @* begin
    if (div_in0 < div_in1) begin
      out <= (2**(3)-1) - (div_in1 - div_in0 - 1);
    end 
    else if (in1 == 0) begin 
      out <= 0;
    end  
    else begin
      out <= div_in0 - div_in1 + 1;
    end 
  end
endmodule
==> run.sh <==
#!/bin/bash
# OpenROAD 26Q1-2900-gdf79404cd8, Yosys 0.63+post, stock flow scripts
make -C /OpenROAD-flow-scripts/flow DESIGN_CONFIG=/design/flow/config.mk WORK_HOME=/design/flow/orfs finish
==> config.mk <==
export PLATFORM = sky130hd
export DESIGN_NAME = GF_Multiplier
export DESIGN_NICKNAME = GF_Multiplier
export VERILOG_FILES = /design/flow/design.v
export SDC_FILE = /design/flow/constraint.sdc
export NUM_CORES = 4
export LEC_CHECK = 1
export CORE_AREA = 10 10 70 70
export DIE_AREA = 0 0 80 80
==> constraint.sdc <==
current_design GF_Multiplier

set clk_period 3.7
set clk_io_pct 0.2

create_clock -name clk0 -period $clk_period

set non_clock_inputs [all_inputs -no_clocks]
set_input_delay [expr $clk_period * $clk_io_pct] -clock clk0 $non_clock_inputs
set_output_delay [expr $clk_period * $clk_io_pct] -clock clk0 [all_outputs]
==> qor_table.md <==
| Result | Reported |
|:---|:---|
| Hold crit path type | input pin to output port |
| Share of the core filled by cells before placement | 11.7% |
| First-pass GRT wire length | 1680 um |
| Routability cong. | 0.709 |
| DP Worst Slack | -0.747 ns |
| Clock buffers | 0 |
| Top logic cell by instance count in the layout | buf_4 |
| Endpoint kind of the worst setup timing path | output port |
| Combined buffer and inverter count along the critical path | 5 |
| Total wire length | 1060 um |
| Worst stage delay on the critical path | 0.35 ns |
| Cell area power density | 232 nW/um2 |
| Share of cells above drive strength 1 | 48.0% |
| Total Power | 157 uW |
| Post-synthesis chip area from yosys | 400 um2 |
| Startpoint Class | input pin |
| Number of placed instances, taps included | 119 |
| Critical path start-end classification | input pin to output port |
| Largest fanout on the critical path | 3 |
| Total half-perimeter wirelength after legalization and detailed placement | 829 um |
| Final cycle utilization of the critical path | 95.8% |
| Least-Margin Pin Slew | 0.250 ns |
| Post-Syn Instances | 52 |
| Outcome | complete, no violations |
| Leakage component of the power | 0.000341 uW |
| Placement-stage cell area | 638 um2 |
| Boundary Pins | 9 |
| Max-cap violations | 0 |
| Library cell contributing the largest single delay on the critical path | fa_2 |
| Hold violation count in the final report | 0 |
| Count of tool warnings | 36 |
| Endpoint required time on the critical path | 2.96 ns |
| Gr usage total | 3.10% |
| Crit path cell chain | clkbuf_2 > inv_2 > ha_4 > mux2i_1 > ha_2 > inv_2 > ha_4 > fa_2 > buf_6 > xor2_1 > a311oi_2 > nor3_2 > clkbuf_2 |
| Grt ovf | 0 |
| Distinct cells, synth | 20 |
| Yosys stat cell total | 52 |
| Final setup margin | 0.156 ns |
| Unrepaired setup endpoints after global routing | no |
| Worst voltage drop across the vdd grid | 84.5 uV |
| Starting DRT DRC Count | 13 |
| Total number of vias | 428 |
| Sequential cell count | 0 |
| Routed WL per cell | 8.77 um |
| Final Instance Area | 676 um2 |
| Cell class contributing the biggest share of worst-path delay | adder cells |
| Number of filler cells placed in the layout | 381 |
| Tally of buffers added on design ports | 9 |
| Per-cell via count in the routed design | 3.54 |
| Post-route non-filler standard cell count | 121 |
| Area grow syn2layout | 68.8% |
| Antenna Cells | 0 |
| Vertical extent of the die | 80 um |
| Antenna violations before repair | 0 |
| Final setup violation count | 0 |
| Portion of the post-synthesis area used by sequential elements | 0% |
| Number of warnings issued by yosys | 2 |
| Register Area | 0 um2 |
| Remaining routing DRC violations | 0 |
| Pin count of the biggest net entering global routing | 7 |
| Post-Synthesis Cell Area | 400 um2 |
| Commonest non-fill, non-tap cells in the layout | 13 x buf_4, 9 x ha_1, 6 x inv_1, 6 x clkbuf_2 |
| Worst slew margin relative to its limit | 83.2% |
| Arrival time of the worst setup path | 2.80 ns |
| Maximum achievable frequency | 282 MHz |
| Tightest hold margin | 2.18 ns |
| Post-route ant nets | 0 |
| Chip Width | 80 um |
| DR pass1 iterations | 3 |
| Total core area | 3420 um2 |
| Average cell area after synthesis | 7.70 um2 |
| Final period demand of the worst path | 3.54 ns |
| Number of global-route vias before repair | 401 |
| Final slew viol count | 0 |
| Die Area | 6400 um2 |
| Cell row count | 21 |
==> power breakdown <==
part / switching, uW / total (uW) / internal (uW)
registers: 0 / 0 / 0
logic: 70.3 / 157 / 86.5
clock network: 0 / 0 / 0
total: 70.3 / 157 / 86.5
==> kinds of logic (layout without fill, tap and decap cells) <==
kind of cell	after synthesis	count (layout)	synth area share (%)
compound gates	9	9	14.7
xor+xnor	1	1	2.19
fa+ha+maj	13	13	42.5
buf+inv	11	34	10.3
mux	5	5	12.5
simple gates	13	13	17.8
==> synth_stat cells <==
cell type  instances  area share [%]
ha_1              12              37
inv_1             11              10
mux2i_1            5              13
nand2_1            5             4.7
o21ai_0            3             3.7
nand3_1            2             2.5
a211o_1            1             2.2
a211oi_1           1             1.9
a21o_1             1             1.9
a21oi_1            1             1.2
a311oi_1           1             2.2
a31oi_1            1             1.6
and2_1             1             1.6
fa_1               1             5.0
nand3b_1           1             1.9
nand4b_1           1             2.2
nor2_1             1            0.94
nor3_1             1             1.2
or4_4              1             2.8
xor2_1             1             2.2
==> through the flow <==
stage	utilization (%)	TNS (ns)
after floorplan	-	0
after global placement	18.7	-2.16
after detailed placement	18.7	-2.21
after CTS	20.0	0
after global routing	19.8	0
final	19.8	0
==> final timing paths <==
kind	depth (start not counted)	slack, ns	startpoint	to
max	13	0.16	in0[1]	out[0]
min	6	2.18	in0[1]	out[0]
==> cell type report <==
class / instances / area [um2] / share of cell area, %
inverters: 11 / 41.3 / 6.11
well taps: 46 / 57.6 / 8.52
multi-input cells: 41 / 414 / 61.3
repair buffers: 23 / 163 / 24.1
==> per-layer routing <==
metal | vias to the layer above | track usage (%) | part of all wire, %
met5 | - | 0 | 0
met4 | 0 | 0 | 0
met3 | 0 | 0.682 | 6.2
met2 | 7 | 3.93 | 36
met1 | 190 | 5.23 | 57
li1 | 231 | - | -
==> tightest hold or removal path, stage by stage <==
cell	delay, ns
clkbuf_2	0.10
buf_4	0.11
nand4b_1	0.17
nand2_1	0.17
nor3_2	0.07
clkbuf_2	0.09
==> repair_timing <==
item,in CTS,in global routing
hold buffers,0,0
hold endpoints to repair,0,0
pin swaps,7,8
setup buffers,2,0
endpoints found under the setup margin,3,3
resized,27,17
Power figures rest on the tool's default switching activity, not on a simulated workload.
